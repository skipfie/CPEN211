$ cat /design/flow/constraint.sdc
current_design top_module

set clk_period 1.4
set clk_io_pct 0.2

create_clock -name clk0 -period $clk_period [get_ports {clk}]

set non_clock_inputs [all_inputs -no_clocks]
set_input_delay [expr $clk_period * $clk_io_pct] -clock clk0 $non_clock_inputs
set_output_delay [expr $clk_period * $clk_io_pct] -clock clk0 [all_outputs]
$ cat /design/flow/config.mk
export PLATFORM = sky130hd
export DESIGN_NAME = top_module
export DESIGN_NICKNAME = top_module
export VERILOG_FILES = /design/flow/design.v
export SDC_FILE = /design/flow/constraint.sdc
export NUM_CORES = 4
export LEC_CHECK = 1
export CORE_AREA = 10 10 70 70
export DIE_AREA = 0 0 80 80
$ cat /design/flow/run.sh
#!/bin/bash
# OpenROAD 26Q1-2900-gdf79404cd8, Yosys 0.63+post, stock flow scripts
make -C /OpenROAD-flow-scripts/flow DESIGN_CONFIG=/design/flow/config.mk WORK_HOME=/design/flow/orfs finish
$ cat /design/flow/design.v
module top_module(clk,resetn,in,out);
    input clk, resetn;
    input [1:0] in;
    output [2:0] out;
    reg [2:0] state;
    reg [2:0] n_out;
    assign out = n_out;
    always_ff @(posedge clk) begin
        if (~resetn) 
            state <= 3'd0;
        else begin
            case (state) 
            3'd0: begin
                if (in == 2'b01) begin
                    state <= 3'd1;
                end else begin
                    state <= 3'd0;
                end
            end
            3'd1: begin
                if (in == 2'b01) begin
                    state <= 3'd4;
                end else if (in == 2'b11) begin
                    state <= 3'd2;
                end else begin
                    state <= 3'd1;
                end
            end
            3'd2: begin
                if (in == 2'b10) begin
                    state <= 3'd3;
                end else if (in == 2'b01) begin
                    state <= 3'd4;
                end else begin
                    state <= 3'd2;
                end
            end
            3'd3: begin
                if (in == 2'b11) begin
                    state <= 3'd0;
                end else begin
                    state <= 3'd3;
                end
            end
            3'd4: begin
                if (in == 2'b11) begin
                    state <= 3'd0;
                end else begin
                    state <= 3'd4;
                end
            end
            default: state <= 3'd0;  
            endcase
        end
    end
    always_comb begin
        case (state)
            3'd0: n_out = 3'b000;
            3'd1: n_out = 3'b001;
            3'd2: n_out = 3'b010;
            3'd3: n_out = 3'b011;
            3'd4: n_out = 3'b100;
            default: n_out = 3'd0;  
        endcase
    end
endmodule: top_module
==> qor.csv <==
stage;metric;value;unit
pwr;part of the power in registers;0.424;
critical_path;buffer and inverter count on the worst path;1;
synthesis;Post-synth EDFFs;0;
pwr;Pint;0.283;mW
flow_run;Tool Warnings;25;
synthesis;Mapped Cells;24;
synthesis;post-synth top area cell;dfxtp_1;
critical_path;CP required;1.12;ns
global_route;Global Route Usage Sum;0.0211;
floorplan;Core ar.;3420;um^2
global_route;vias in the first global route;219;
pwr;sw frac;0.220;
global_route;grt ovf;0;
synthesis;register bit total from synthesis;5;
finish;Largest Register;state;
synthesis;Top cell area share;0.430;
floorplan;die area;6400;um^2
critical_path;CP Cell Sequence;or2_2 > dlygate4sd2_1;
synthesis;asr flop ratio synth;0;
pwr;clock group share of total power;0.460;
cts;clock transition at the registers of the reported paths;0.04;ns
critical_path;Startpoint Class;flip-flop;
final_timing;Fin. Hold Viols;0;
placed_design;GP Congestion;0.782;
pwr;Comb pwr share;0.116;
drt;DR vias/cell;2.68;
final_timing;Max Freq;745;MHz
drt;post-detailed-route count of antenna-violating nets;0;
critical_path;Crit-path slowest cell;dfxtp_2;
synthesis;number of cells in Yosys stat;24;
finish;tally of filler cells in the layout;400;
final_timing;min cycle time layout;1.34;ns
final_timing;setup TNS;0;ns
drt;final WL;608;um
synthesis;top cells by count, synth;dfxtp_1 (5), nand2_1 (3), or2_2 (2);
final_timing;unrepaired setup endpoints after global routing;no;
finish;layout cells sized above 1;0.324;
final_timing;Final setup viols;0;
pwr;Net Sw Power;0.0798;mW
cts;CTS tree;done;
drt;ANT cells;0;
final_timing;Relative slew margins;0.848;
min_path;Hold Path Class;flip-flop to flip-flop;
pwr;Power Dens Cells;947;nW/um^2
outcome;status;complete, no violations;
drt;routed len/inst;7.60;um
floorplan;I/O pin count;7;
final_timing;Slew Limit Fails;0;
global_route;global-route wire length before repair;1000;um
critical_path;Crit Path Category;flip-flop to primary output;
flow_run;max-cap viol count;0;
floorplan;# rows;21;
final_timing;cycle use final;0.959;
cts;CTS Buffer Depth;2;
synthesis;synthesized area;233;um^2
floorplan;Die Span X;80;um
synthesis;Cell Type Count;17;
finish;max reg flops;5;
cts;clk latency late pin;0.24;ns
critical_path;Largest stage delay, worst path;0.33;ns
critical_path;crit end category;primary output;
cts;CTS sink count;5;
synthesis;Syn Area/Cell;9.70;um^2
finish;Area Growth Syn to Fin;64.5;%
floorplan;initial core utilization;0.0681;
final_timing;clock skew;0.00199;ns
drt;drt initial violations;15;
synthesis;Top cells by area;dfxtp_1 (43%), o32ai_2 (7.0%), nor2b_4 (5.9%);
floorplan;Die Y;80;um
critical_path;CP arrival;1.06;ns
pwr;Max IR drop VDD;0.000215;V
global_route;largest net degree at the start of global routing;8;
critical_path;delay-heaviest family, CP;flip-flops;
global_route;initial antenna violation count;0;
pwr;Leakage;0.156;nW
synthesis;Seq share, synth;0.430;
cts;Num CTS Buffers;3;
finish;biggest regs;state x5;
placed_design;Port Buf Inserts;6;
synthesis;chip area line of the yosys report;233;um^2
cts;H-tree levels;1;
drt;drt drc;0;
synthesis;most instantiated library cell after synthesis;dfxtp_1;
cts;hold buffer count at cts;0;
synthesis;Most common reg cell;dfxtp_1;
drt;via count;214;
synthesis;Yosys warnings;1;
cts;CTS Root Cell;clkbuf_4;
drt;Pre-Repair DR Iteration Count;4;
critical_path;worst-path maximum fanout;4;
final_timing;worst-margin pin slew;0.227;ns
finish;Util after Layout;0.112;
-- worst reg2reg max path: stages (launching register included) --
cell,delay (ns)
dfxtp_2,0.31
buf_4,0.13
o21a_1,0.19
o211a_1,0.20
-- placed cells by master (no fill, tap or decap), drive strengths merged, types with 2 or more instances in the layout --
master / instances
or2: 2
nand2: 3
nor2b: 2
clkdlybuf4s50: 4
clkbuf: 4
dfxtp: 5
-- kinds of logic after synthesis --
| family | after synthesis | share of synthesized area |
|---|---|---|
| compound gates | 6 | 0.231 |
| flops | 5 | 0.430 |
| simple gates | 12 | 0.323 |
| buf+inv | 1 | 0.0161 |
-- per-stage QoR --
step	std cells	area (um^2)	hold slack, ns	worst slack (ns)	total power, mW
after floorplan	24	233	0.351	0.555	0.173
after global placement	75	347	0.478	0.0703	0.197
after detailed placement	75	347	0.491	0.0753	0.196
after CTS	80	382	0.501	0.00280	0.370
after global routing	80	383	0.532	0.0146	0.388
final	80	383	0.501	0.0570	0.362
-- power by group through the flow --
stage,combinational (mW),sequential (mW),clock [mW]
global route,0.0462,0.154,0.188
CTS,0.0422,0.153,0.175
finish,0.0420,0.154,0.167
-- routing by layer --
| metal | GRT usage | vias to the layer above | wire length, um |
|---|---|---|---|
| met5 | 0 | - | 0 |
| li1 | - | 107 | - |
| met1 | 0.0233 | 94 | 285 |
| met3 | 0.0273 | 0 | 130 |
| met4 | 0.00352 | 0 | 0 |
| met2 | 0.0241 | 13 | 192 |
-- repair_timing --
| item | CTS | global route |
|---|---|---|
| buffers inserted | 1 | 0 |
| gates cloned | 0 | 0 |
| endpoints found under the setup margin | 2 | 1 |
| hold endpoints to repair | 0 | 0 |
| gates resized | 5 | 1 |
-- final timing paths --
path / from / end / slack, ns / cells past startpoint
max: state[4] / out[0] / 0.06 / 2
min: state[0] / state[3] / 0.50 / 2
max reg2reg: state[3] / state[1] / 0.47 / 3
min reg2reg: state[0] / state[3] / 0.50 / 2
-- cell type report --
type / count / area, um^2 / area share
Multi-Input combinational cell: 18 / 129 / 0.337
Tap cell: 46 / 57.6 / 0.150
Clock buffer: 4 / 26.3 / 0.0686
Sequential cell: 5 / 104 / 0.271
Timing Repair Buffer: 7 / 66.3 / 0.173
Power and IR drop assume default switching activity.
